--- flow/design.v ---
module ram(
 input [3:0] data,
 input [5:0] addr,
 input we,clk,
 output [3:0] q,
 output qq,
 output reg [3:0] temp
 );
 reg [7:0] ram [3:0];
 reg [7:0] addr_reg;
 always @ (posedge clk)
 begin
  if(we)  begin
   ram[addr]<=data;
	temp<=0;
	end
  else begin
	ram[addr][2]<=ram[addr][3];
	ram[addr][3]<=0;
	ram[addr][1]<=ram[addr][2];
	ram[addr][0]<=ram[addr][1];
	temp[3]<=ram[addr][0];
	temp[2]<=temp[3];
	temp[1]<=temp[2];
	temp[0]<=temp[1];
 end
 end
 assign q =temp;
endmodule
--- flow/config.mk ---
export PLATFORM = sky130hd
export DESIGN_NAME = ram
export DESIGN_NICKNAME = ram
export VERILOG_FILES = /design/flow/design.v
export SDC_FILE = /design/flow/constraint.sdc
export NUM_CORES = 4
export LEC_CHECK = 1
export CORE_AREA = 10 10 84 84
export DIE_AREA = 0 0 94 94
--- flow/run.sh ---
#!/bin/bash
# OpenROAD 26Q1-2900-gdf79404cd8, Yosys 0.63+post, stock flow scripts
make -C /OpenROAD-flow-scripts/flow DESIGN_CONFIG=/design/flow/config.mk WORK_HOME=/design/flow/orfs finish
--- flow/constraint.sdc ---
current_design ram

set clk_period 2.4
set clk_io_pct 0.2

create_clock -name clk0 -period $clk_period [get_ports {clk}]

set non_clock_inputs [all_inputs -no_clocks]
set_input_delay [expr $clk_period * $clk_io_pct] -clock clk0 $non_clock_inputs
set_output_delay [expr $clk_period * $clk_io_pct] -clock clk0 [all_outputs]
==> summary.rpt <==
RUN METRICS
----------------------------------------------------
[Critical path]
  Required arrival time at the worst endpoint ........................ 2.38 ns
  Maximum cell stage delay along the critical path ........................ 0.46 ns
  Number of buffers and inverters on the critical path ........................ 2
  Slowest CP cell ........................ sky130_fd_sc_hd__clkdlybuf4s50_1
  Launch point of the worst reg-to-reg path ........................ ram[3][1]$_DFFE_PP_
  Crit path launch type ........................ primary input
  Critical path fanouts, max ........................ 11
  Terminus of the critical flop-to-flop path ........................ ram[2][0]$_DFFE_PP_
  Worst-case reg-to-reg path depth ........................ 3
  Minimum setup slack among reg-to-reg paths ........................ between 1 and 1.5 ns
  Cells along the critical path ........................ clkdlybuf4s50_1 > buf_4 > mux2_4 > o22ai_1 > a21oi_1
  Critical Path End Type ........................ flop
  Critical Setup Path Class ........................ primary input to flop
  Critical path's top delay family ........................ buffers and inverters
  Endpoint arrival time on the critical path ........................ 1.68 ns

[Layout]
  Layout overhead on the synthesized area ........................ 32.28%
  Finished Layout Cells ........................ 136
  Utilization after layout ........................ 21.08%
  Commonest non-fill, non-tap cell in the layout ........................ sky130_fd_sc_hd__edfxtp_1
  Top library cells by usage in the layout, fill and taps aside ........................ 16 x sky130_fd_sc_hd__edfxtp_1, 15 x sky130_fd_sc_hd__clkdlybuf4s50_1, 5 x sky130_fd_sc_hd__nor2b_1
  Share of cells above drive strength 1 ........................ between 10% and 20%

[Placed design]
  Port-buffer cells ........................ 15
  Routability congestion estimate ........................ 0.7803
  Post-placement cell count ........................ around 130
  Half-perimeter wire length after placement ........................ 1125 um

[Power and ir drop]
  Sw Ratio ........................ between 10% and 20%
  Switching power ........................ 138.8 uW
  Power density over the cells ........................ approximately 730 nW/um2
  Proportion of power drawn by the clock network ........................ 40.7%
  Internal power summed over all cells ........................ 661.8 uW
  Part of the power in registers ........................ roughly 50%
  Share of total power in combinational logic ........................ 8.9%
  Static leakage power ........................ 0.0003725 uW
  Maximum ir drop on the vdd rail ........................ 0.3158 mV

[Final timing]
  Number of hold violations in the final report ........................ 0
  Final period demand of the worst path ........................ between 1.5 and 2 ns
  Number of slew-limit violations in the final report ........................ 0
  Maximum clock frequency ........................ approximately 0.59 GHz
  Unrepaired setup endpoints after global routing ........................ no
  Fin Setup TNS ........................ 0 ns
  Final worst-path cycle share ........................ 70.83%
  Final setup viols ........................ 0
  Final Skew ........................ 0.005748 ns

[Floorplanning]
  Horizontal die dimension ........................ 94 um
  Total number of placement rows ........................ 26
  Area enclosed by the die boundary ........................ 8836 um2
  Floorplan-stage core utilization ........................ 15.94%
  Floorplan Core Area ........................ 5205 um2
  Top Ports ........................ 21
  Vertical extent of the die ........................ 94 um

[Global routing]
  Vias in the first global route ........................ 498
  Number of antenna violations at the first check in global routing ........................ 0
  Largest net degree at the start of global routing ........................ 13
  Remaining global-route overflow ........................ 0
  Wire length of the first global-routing pass ........................ 2346 um
  Aggregate global-route resource usage ........................ 3.518%

[Flow run]
  Tally of max-capacitance violations ........................ 0
  Tool warnings ........................ 29

[Detailed routing]
  WL/cell ........................ between 10 and 15 um
  Post-route antenna net violation count ........................ 0
  Average vias per placed instance ........................ 3.279
  Routed via count ........................ between 400 and 500
  Routed wire length ........................ 1500 um
  Violation tally from detailed-route iteration zero ........................ between 50 and 60
  Final routed DRC violation total ........................ 0
  First-pass iteration count of the detailed router ........................ 4
  Total inserted antenna cells ........................ 0

[CTS]
  Clock buffers created by TritonCTS ........................ 3
  Total of hold buffers inserted after clock tree synthesis ........................ 0
  Maximum number of buffers from clock root to sink ........................ 2
  Htree depth ........................ 1
  TritonCTS clock tree ........................ done
  Clock insertion delay at the later pin of the skew report ........................ 0.26 ns
  Clock-pin slew on the worst setup and hold paths ........................ 0.07 ns
  Post-cts resize count ........................ 0
  CTS sink count ........................ 20
  CTS root buffer ........................ sky130_fd_sc_hd__clkbuf_8
  Number of buffers inserted to repair setup after CTS ........................ 0

[Worst hold path]
  Hold Path Origin ........................ temp[1]$_SDFF_PP0_
  End point of the worst hold path ........................ temp[0]$_SDFF_PP0_
  Worst hold-check path type ........................ flop to flop
  Number of cells traversed by the worst hold path ........................ 1

[Synthesis]
  Share of the synthesized area in the top cell type ........................ 57.92%
  Post-synthesis instance area ........................ 829.5 um2
  Main area contributors ........................ sky130_fd_sc_hd__edfxtp_1 58%, sky130_fd_sc_hd__dfxtp_1 9.7%, sky130_fd_sc_hd__mux2_4 5.4%
  Post-synthesis register bit count ........................ 20
  Yosys synthesis chip area ........................ 829.5 um2
  Synth Warn # ........................ 2
  Number of distinct library cells after synthesis ........................ 18
  Yosys stat cell total ........................ ~52
  Seq/Total Area, Yosys ........................ roughly two thirds
  Synthesized instance count ........................ 52
  Post-Syn Area per Cell ........................ 15.95 um2
  Yosys top cell by area ........................ sky130_fd_sc_hd__edfxtp_1

[Run status]
  Run status ........................ finished, final reports clean

----------------------------------------------------
[how the worst max path moves through the flow]
stage            from                  end  slack, ns  cells past startpoint
global route       we  ram[1][2]$_DFFE_PP_       0.59                      4
finish        addr[0]  ram[2][0]$_DFFE_PP_       0.70                      5
CTS           addr[0]  ram[2][0]$_DFFE_PP_       0.70                      5
[worst reg2reg max path, delay by kind of cell (launching register included)]
family             cells  cell delay [ns]
DFF                    1             0.38
muxes                  1             0.27
AOI/OAI and AO/OA      2             0.22
[metal layers]
metal | up-vias | routed length [um] | track usage (%)
met4 | 0 | 0 | 0.1266
met1 | 213 | 569 | 3.534
met3 | 0 | 226 | 2.908
li1 | 211 | - | -
met5 | - | 0 | 0
met2 | 22 | 703 | 5.818
[stage by stage]
| step | instance area (um2) | worst slack (ns) | hold slack (ns) | power, uW |
|---|---|---|---|---|
| floorplan | 829.5 | 1.061 | 0.4394 | 451.4 |
| global placement | 1026 | 0.4528 | 0.4689 | 480.3 |
| detailed placement | 1026 | 0.4314 | 0.4789 | 483.4 |
| CTS | 1097 | 0.6966 | 0.4903 | 809.3 |
| global route | 1097 | 0.5883 | 0.5027 | 838.7 |
| finish | 1097 | 0.7000 | 0.4862 | 800.6 |
[logic make-up (layout without fill, tap and decap cells)]
logic type	Yosys count	in the layout	synth area share [%]
flip-flops	20	20	67.57
multiplexers	7	7	11.76
buffers and inverters	7	21	6.335
other	1	1	0.4521
AND/OR/NAND/NOR	11	11	8.597
AND-OR/OR-AND	6	6	5.279
[cell type report]
class	count	area (um2)
clock buffer	3	41.29
clock inverter	1	30.03
fill	555	4108
inverter	1	3.754
multi-input combinational	25	216.5
sequential	20	560.5
tap	70	87.58
timing repair buffer	16	157.7
[flip-flops by register name, summed over array words and instances (netlist names)]
signal and cells:
temp 4, ram 16
[synthesized netlist by cell type]
library cell               count
sky130_fd_sc_hd__a21oi_1       2
sky130_fd_sc_hd__a21oi_2       1
sky130_fd_sc_hd__and2_1        2
sky130_fd_sc_hd__buf_4         5
sky130_fd_sc_hd__buf_6         1
sky130_fd_sc_hd__conb_1        1
sky130_fd_sc_hd__dfxtp_1       4
sky130_fd_sc_hd__edfxtp_1     16
sky130_fd_sc_hd__inv_1         1
sky130_fd_sc_hd__mux2_4        3
sky130_fd_sc_hd__mux2i_1       3
sky130_fd_sc_hd__mux4_2        1
sky130_fd_sc_hd__nand2b_1      1
sky130_fd_sc_hd__nor2_1        2
sky130_fd_sc_hd__nor2b_1       5
sky130_fd_sc_hd__nor2b_4       1
sky130_fd_sc_hd__o22ai_1       2
sky130_fd_sc_hd__o22ai_2       1
[power by group through the flow]
stage	Sequential (uW)	Combinational [uW]	Clock, uW
CTS	404	73.1	333
global route	406	78.6	355
finish	403	71.4	326
Power figures rest on the tool's default switching activity, not on a simulated workload.
