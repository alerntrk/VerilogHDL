[design/flow/config.mk]
export PLATFORM = sky130hd
export DESIGN_NAME = sequenceDt
export DESIGN_NICKNAME = sequenceDt
export VERILOG_FILES = /design/flow/design.v
export SDC_FILE = /design/flow/constraint.sdc
export NUM_CORES = 4
export LEC_CHECK = 1
export CORE_AREA = 10 10 70 70
export DIE_AREA = 0 0 80 80
[design/flow/constraint.sdc]
current_design sequenceDt

set clk_period 1.2
set clk_io_pct 0.2

create_clock -name clk0 -period $clk_period [get_ports {clk}]

set non_clock_inputs [all_inputs -no_clocks]
set_input_delay [expr $clk_period * $clk_io_pct] -clock clk0 $non_clock_inputs
set_output_delay [expr $clk_period * $clk_io_pct] -clock clk0 [all_outputs]
[design/flow/design.v]
module sequenceDt(x,clk,rst,z); 
input clk,x,rst;
output reg z;
parameter S0=3'b000,S1=3'b001,S2=3'b011,S3=3'b010,S4=3'b110;
reg [2:0] curState,nextState;
always @(posedge clk,posedge rst)begin
	if(rst==1)curState<=S0;
	else curState<=nextState;
end
always @(curState,x)begin 
	case (curState)
	S0:begin
		if(x==1)nextState<=S1;
		else nextState<=S0;
		end
	S1:begin
		if(x==0)nextState<=S2;
		else nextState<=S1;
		end
	S2:begin
		if(x==1)nextState<=S3;
		else nextState<=S0;
		end
	S3:begin 
		if(x==1)nextState<=S4;
		else nextState<=S3;
		end
	S4:begin
		if(x==1)nextState<=S1;
		else nextState<=S2;
		end
	default: nextState<=S0;
	endcase
end
always @(curState)begin
	case(curState)
	S0:z<=0;
	S1:z<=0;
	S2:z<=0;
	S3:z<=0;
	S4:z<=1;
	default:z<=0;
	endcase
end
endmodule
[design/flow/run.sh]
#!/bin/bash
# OpenROAD 26Q1-2900-gdf79404cd8, Yosys 0.63+post, stock flow scripts
make -C /OpenROAD-flow-scripts/flow DESIGN_CONFIG=/design/flow/config.mk WORK_HOME=/design/flow/orfs finish
==> results.tsv <==
stage	metric	value	unit
outcome	status	finished clean	
final_timing	setup TNS	0	ns
drt	vias per cell	1.76	
die	# IOs	4	
synth	Post-Syn Instances	11	
die	chip area	6400	um^2
placement	Final HPWL DP	290	um
synth	Yosys top cell by area	dfrtp_1	
final_layout	share of cells above drive strength 1	0.350	
setup_path	critical-path cell list	dlygate4sd2_1	
placement	post-placement cell count	61	
final_timing	Final min period	1.08	ns
drt	drt drc	0	
clocking	Clock transition at path regs	0.04	ns
setup_path	top cell family by delay on the critical path	flip-flops	
synth	post-synth area from yosys stat	180	um^2
final_timing	fmax	924	MHz
synth	Post-synth ARST share	1.00	
die	Die H	80	um
synth	Yosys top cell by instances	dfrtp_1	
power	Power Internal	305	uW
synth	EDFF count, synth	0	
die	chip width	80	um
final_timing	Slew Viols, Final	0	
synth	# Cells Yosys	11	
global_routing	GRT Overall Usage	0.0142	
setup_path	Critical path buffers and inverters	1	
synth	#FFs+latches synth	5	
synth	syn_area_per_cell	16.4	um^2
placement	number of I/O port buffers	3	
setup_path	worst-path maximum fanout	2	
synth	Post-synth seq share	0.701	
final_layout	Cell Count, Final, Fillers Out	66	
power	P_sw	71.5	uW
drt	drt wl/cell	5.33	um
final_timing	final tally of hold violations	0	
power	Seq pwr share	0.451	
final_timing	worst hold slack	0.193	ns
global_routing	initial antenna violation count	0	
die	initial core utilization	0.0527	
placement	GPL Wtd Cong	0.551	
setup_path	CP startpoint kind	register	
final_timing	max_slew headroom	0.880	
clocking	cts bufs inserted	3	
final_timing	final worst-path cycle share	0.902	
final_timing	Final Skew	0.00263	ns
setup_path	CP required	0.96	ns
power	leakage power	0.000152	uW
drt	via count	116	
setup_path	CP arrival	0.84	ns
hold_path	worst min-delay path category	in -> async	
final_timing	# setup viols final	0	
setup_path	CP endpoint kind	output pin	
clocking	Max clock buf depth	2	
final_timing	Worst-Margin Slew	0.179	ns
synth	Area leader share	0.556	
synth	most frequent cells after synthesis	dfrtp_1 (4), o21ba_1 (2)	
clocking	TritonCTS clock tree	built	
final_layout	Syn-to-layout area delta	70.8	%
power	Clk pwr share	0.508	
drt	post-route antenna net violation count	0	
job	count of tool warnings	25	
synth	Mapped Area	180	um^2
die	core area	3420	um^2
setup_path	Worst path slowest cell	dfrtp_1	
global_routing	largest net degree at the start of global routing	6	
global_routing	gr ovfl total	0	
global_routing	first-pass GRT wire length	607	um
clocking	Sink Count	5	
clocking	clk root buf	clkbuf_4	
global_routing	vias in the first global route	133	
setup_path	crit path kind	reg -> out	
synth	leading register cell type out of synthesis	dfrtp_1	
drt	initial drt markers	11	
power	PD cells	1220	nW/um^2
job	max_cap viols	0	
synth	Unique masters post-synth	7	
power	Comb pwr share	0.041	
setup_path	Largest stage delay, worst path	0.36	ns
drt	drt total wl	352	um
clocking	Max H-tree Level	1	
clocking	clock latency (worst-skew pair)	0.24	ns
synth	Cell area leaders	dfrtp_1 (56%), dfstp_2 (15%), o21ba_1 (11%)	
die	row cnt	21	
drt	n_diodes	0	
power	worst vdd ir	0.183	mV
synth	YS warnings	1	
final_timing	RSZ-0062 raised after global routing	no	
drt	Pre-antenna DRT Iters	2	
power	Net Sw Frac	0.190	
-- cells in the final DEF (no fill, tap or decap) --
| cell | Yosys | final |
|---|---|---|
| and2_1 | 1 | 1 |
| buf_4 | 0 | 2 |
| o31a_1 | 1 | 1 |
| clkbuf_1 | 0 | 1 |
| clkdlybuf4s50_1 | 0 | 2 |
| dfrtp_1 | 4 | 4 |
| dlygate4sd2_1 | 0 | 1 |
| inv_1 | 1 | 1 |
| o21ba_1 | 2 | 2 |
| clkbuf_4 | 0 | 3 |
| mux2_4 | 1 | 1 |
| dfstp_2 | 1 | 1 |
-- path summary, 6_finish.rpt --
kind	depth (start not counted)	endpoint	start	slack [ns]
setup / recovery	1	z	curState[2]$_DFF_PP0_	0.12
hold / removal	2	curState[4]$_DFF_PP0_	rst	0.19
setup reg to reg	2	curState[3]$_DFF_PP0_	curState[2]$_DFF_PP0_	0.31
hold reg to reg	1	curState[2]$_DFF_PP0_	register	0.48
max in group asynchronous	2	curState[0]$_DFF_PP1_	rst	0.77
min in group clk0	1	curState[2]$_DFF_PP0_	register	0.48
-- per-stage QoR --
stage / total power (uW) / setup slack (ns) / instance area (um^2) / util
floorplan: 176 / 0.448 / 180 / -
global placement: 187 / 0.0305 / 275 / 0.0806
detailed placement: 188 / 0.0162 / 275 / 0.0806
CTS: 389 / 0.0978 / 308 / 0.0901
global route: 413 / 0.0680 / 308 / 0.0901
finish: 376 / 0.118 / 308 / 0.0901
-- cell families (layout without fill, tap and decap cells) --
group | Yosys count | in the layout | share of synthesized area
flops | 5 | 5 | 0.701
compound gates | 3 | 3 | 0.160
mux | 1 | 1 | 0.0833
simple gates | 1 | 1 | 0.0347
buf+inv | 1 | 10 | 0.0208
-- power by group through the flow --
stage | Combinational (uW) | Sequential, uW | Clock (uW)
final | 15.5 | 170 | 191
after global routing | 17.8 | 169 | 226
after CTS | 15.9 | 169 | 203
-- layer usage --
layer | vias to the layer above | routed length, um | global-route usage | share of wire
met3 | 0 | 78 | 0.0239 | 0.22
met5 | - | 0 | 0 | 0
met1 | 56 | 109 | 0.0134 | 0.31
met4 | 0 | 0 | 0.00352 | 0
met2 | 6 | 163 | 0.0144 | 0.46
li1 | 54 | - | - | -
-- repair_timing --
item | 4_1_cts | 5_1_grt
gates resized | 1 | 0
endpoints found under the setup margin | 1 | 0
hold buffers | 0 | 0
setup buffers | 1 | 0
-- area by class of cell --
type | instances | area, um^2
tap | 46 | 57.6
clock buffer | 4 | 26.3
timing repair buffer | 5 | 43.8
inverter | 1 | 3.75
sequential | 5 | 126
fill | 406 | 3110
multi-input combinational | 5 | 50.0
Power and IR drop assume default switching activity.
