==> design/flow/design.v <==
module test(counter,mc,ml,clk,state,temp,RESULTT);
reg [5:0]result;
output reg [5:0]RESULTT;
input [5:0]ml; 
output reg[1:0]counter;
input [1:0]mc; 
input clk;
initial begin
	counter=2'b01; 
	a<=6'b111111;
	result=6'b000000;
end
output[1:0] temp;
assign temp=mc-counter; 
wire tmp;
assign tmp=temp[0]|temp[1]; 
reg F; 
output state;
reg[5:0] a; 
always @(posedge clk)
begin
		F<=tmp; 
		if(temp==0)a<=6'b000000; 
		else a<=6'b111111; 
		counter<=(counter+1);
		result<=(ml+result);
		RESULTT<=result&~a;
		if(a==6'b000000)begin 
			result<=6'b000000;
			counter<=2'b01;
		end
end
assign state=F;
endmodule
==> design/flow/run.sh <==
#!/bin/bash
# OpenROAD 26Q1-2900-gdf79404cd8, Yosys 0.63+post, stock flow scripts
make -C /OpenROAD-flow-scripts/flow DESIGN_CONFIG=/design/flow/config.mk WORK_HOME=/design/flow/orfs finish
==> design/flow/config.mk <==
export PLATFORM = sky130hd
export DESIGN_NAME = test
export DESIGN_NICKNAME = test
export VERILOG_FILES = /design/flow/design.v
export SDC_FILE = /design/flow/constraint.sdc
export NUM_CORES = 4
export LEC_CHECK = 1
export CORE_AREA = 10 10 75 75
export DIE_AREA = 0 0 85 85
==> design/flow/constraint.sdc <==
current_design test

set clk_period 3.9
set clk_io_pct 0.2

create_clock -name clk0 -period $clk_period [get_ports {clk}]

set non_clock_inputs [all_inputs -no_clocks]
set_input_delay [expr $clk_period * $clk_io_pct] -clock clk0 $non_clock_inputs
set_output_delay [expr $clk_period * $clk_io_pct] -clock clk0 [all_outputs]
==> summary.txt <==
Implementation status.

- The run finished with clean final reports.
- The worst setup path is captured at an output port.
- The async set-reset flop share out of synthesis is 0%.
- The logs give a warning total of 25.
- Per the final timing report, the hold violations number 0.
- The path category of the worst min-delay check is reg2reg.
- In the final routed layout, each cell accounts on average for 9.20 um.
- The worst setup slack before clock tree synthesis is 828 ps.
- The timing report attributes the biggest portion of critical-path delay to buffers and inverters.
- The vertical die dimension is 85 um.
- The total clock buffers created by CTS is 3.
- The number of global-route vias before repair is 444.
- The number of buffers inserted for hold repair after clock tree synthesis is 0.
- The number of standard cells after synthesis is about 61.
- The predominant post-synthesis flop cell is dfxtp_1.
- The floorplan step defined a core boundary enclosing 0.00406 mm2.
- According to the timing report, the data required time at the worst endpoint equals 3120 ps.
- The first global-routing pass estimated a little over 2 mm of wire.
- The part of the cycle the worst path needs is 78.5%.
- Per the log, the first TritonRoute iteration ended with a DRC count of 14.
- The final weighted congestion recorded by global placement is 0.709.
- In the final report, the number of pins over their slew limit comes to 0.
- The worst hold path endpoint is counter[0].
- The number of setup buffers added after CTS is 0.
- The highest cell delay on the worst timing path is 500 ps.
- The final timing report counts setup violations totalling 0.
- Setup repair after global routing left no endpoint under its margin.
- The overall fraction of global-route tracks in use is 3.24%.
- The clock-pin transition on the worst setup and hold timing paths is 60 ps.
- The floorplan step defined a die boundary enclosing 0.00723 mm2.
- The number of maximum-capacitance violations is 0.
- The initial antenna violation count is 0.
- Measured along the x axis, the die boundary spans 85 um.
- Across all hold checks on the routed design, the worst slack comes to 436 ps.
- The flop and latch count out of synthesis is 16.
- According to the report, the first pass of detailed routing completed in 4 iterations.
- Traced cell by cell, the critical path runs through clkdlybuf4s50_1 -> inv_1 -> ha_1 -> xnor2_1 -> xnor2_1 -> clkdlybuf4s50_1.
- The worst path meets setup with 838 ps of slack.
- The proportion of synthesized chip area in sequential cells is between 40% and 50%.
- The slowest stage of the critical path is the clkdlybuf4s50_1 cell.
- The maximum clock frequency is 327 MHz.
- The pin slew with the least headroom to its limit is a little over 400 ps.
- The classification of the worst setup path is in2out.
- Cells fill 23.4% of the core in the end.
- The cell count listed in synth_stat.txt is between 60 and 70.
- Counting the warning lines in the Yosys log gives 1.
- The average size of a mapped cell is roughly 11 um2.
- As logged by OpenROAD, the buffers inserted on ports number 19.
- The insertion delay at the late pin of the worst-skew pair is 240 ps.
- The signed area change from the synthesized netlist to the final layout is 43.9%.
- The count of clock tree sinks is 16.
- The number of DRC violations after detailed routing is 0.
- The data arrival time of the critical path is 2280 ps.
- Summed over all layers, the routed wires come to 1.21 mm.
- The maximum clock insertion buffer count is 2.
- The script extracted a total leakage power of 0.394 nW.
- The share of layout cells above drive strength 1 is 6.10%.
- The number of cells upsized or downsized after cts is 0.
- The cell count of the worst hold path is 1.
- Per the GRT congestion report, total overflow comes to 0.
- The tree is rooted in a clkbuf_8.
- For this block, the via count after detailed routing is 454.
- The largest vdd supply drop is around 130 uV.
- In this run, distinct cell masters in the synthesized netlist total 22.
- Between clock sinks in the finished design, the worst skew comes to 1.19 ps.
- The worst setup slack for register-to-register paths is roughly 2300 ps.
- The pin count of the biggest net entering global routing is 15.
- In the placement report, post-DP HPWL is listed as ~1.0 mm.
- The via-per-instance ratio is 3.44.
- For the worst min-delay path, the startpoint reported by OpenROAD is counter[0].
- The endpoint identified for the worst register-to-register timing path is result[4].
- The startpoint type of the worst setup path is an input pin.
- The number of cells on the worst reg-to-reg path is 7.
- 20 I/O pins were placed.
- The final-layout setup total negative slack is 0 ps.
- The number of enable-type register cells in the synthesized netlist is 0.
- The power per cell area is ~740 mW/mm2.
- The minimum clock period is 3060 ps.
- The CTS tree is built.
- The effective utilization at floorplan is 16.3%.
- Per the detail_route report, inserted antenna diodes total 0.
- The H-tree depth reported by CTS is 1.
- The buffering stage count on the worst path with inverters included is 3.
- The number of rows created at floorplan is 23.
- In this run the critical register-to-register path is launched from result[0].
- The synthesized chip area reported by yosys is 661 um2.
- In this run the remaining antenna-violating nets after routing total 0.
- Along the worst path, the maximum fanout reaches 2.
- The worst pin sits at a relative slew slack of 72.3%.
- Summing every instance area after synthesis gives 661 um2.
-- cells in the mapped netlist (2+ instances only) --
master | instances | area [um2]
and3b_1 | 2 | 17.5
a21oi_1 | 2 | 10.0
inv_1 | 5 | 18.8
xnor2_1 | 4 | 35.0
dfxtp_1 | 16 | 320
and2_1 | 4 | 25.0
ha_1 | 6 | 75.1
nor2b_1 | 7 | 43.8
a21o_1 | 2 | 15.0
-- layout make-up --
cell class,instances,area [um2]
clock buffer,3,41.3
fill,421,3110
inverter,5,18.8
multi-input combinational,39,318
sequential,16,320
tap,50,62.6
timing repair buffer,19,190
-- through the flow --
stage	instances	power, W	instance area, um2
floorplan	61	0.000461	661
global placement	129	0.000590	910
detailed placement	129	0.000599	910
CTS	132	0.000719	951
global route	132	0.000764	951
finish	132	0.000704	951
-- registers in the layout, indices dropped and copies added, names as in the netlist --
name	cells
RESULTT	6
result	6
counter	2
F	1
a	1
-- kinds of logic (layout without fill, tap and decap cells) --
kind of cell             Yosys count  count (layout)  share of synthesized area [%]
AND/OR/NAND/NOR                   19              19                           17.6
flip-flops                        16              16                           48.5
adder cells (fa/ha/maj)            7               7                           14.4
AND-OR/OR-AND                      7               7                           7.01
XOR/XNOR                           6               6                           9.09
buffers and inverters              6              27                           3.41
-- cells in the final DEF (no fill, tap or decap), types with 3 or more instances in the layout --
master / n
inv_1: 5
nor2b_1: 7
xnor2_1: 4
and2_1: 4
clkdlybuf4s50_1: 19
ha_1: 6
dfxtp_1: 16
clkbuf_8: 3
-- per-layer routing --
layer  vias up  routed length (um)  global-route usage, %
li1        239                   -                      -
met1       200                 507                   3.73
met2        13                 530                   4.97
met3         2                 139                   1.73
met5         -                   0                      0
met4         0                  36                   1.20
-- worst max-delay path by stage --
stage	cells past startpoint	endpoint	start	slack (ps)
final	6	temp[1]	mc[0]	840
after global routing	6	temp[1]	mc[0]	760
after CTS	6	temp[1]	mc[0]	820
-- report_power, final --
part | internal, W | switching, W
Sequential | 0.000236 | 0.0000482
Combinational | 0.000204 | 0.0000995
Clock | 0.0000682 | 0.0000483
Total | 0.000508 | 0.000196
No activity file was given, so power comes from the tool's default toggle rates.
